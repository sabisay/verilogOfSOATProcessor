## config.mk

```make
export PLATFORM = sky130hd
export DESIGN_NAME = Adder
export DESIGN_NICKNAME = Adder
export VERILOG_FILES = /design/flow/design.v
export SDC_FILE = /design/flow/constraint.sdc
export NUM_CORES = 4
export LEC_CHECK = 1
export CORE_AREA = 10 10 70 70
export DIE_AREA = 0 0 80 80
```

## constraint.sdc

```tcl
current_design Adder

set clk_period 4.6
set clk_io_pct 0.2

create_clock -name clk0 -period $clk_period

set non_clock_inputs [all_inputs -no_clocks]
set_input_delay [expr $clk_period * $clk_io_pct] -clock clk0 $non_clock_inputs
set_output_delay [expr $clk_period * $clk_io_pct] -clock clk0 [all_outputs]
```

## design.v

```verilog
module Adder (
    input [7:0] a,
    input [7:0] b,
    output [7:0] result
);
    assign result = a + b;
endmodule
module PCAdder (
    input [7:0] pc_in,
    output [7:0] pc_out
);
    assign pc_out = pc_in + 8'b00000010;  
endmodule
```

## run.sh

```bash
#!/bin/bash
# OpenROAD 26Q1-2900-gdf79404cd8, Yosys 0.63+post, stock flow scripts
make -C /OpenROAD-flow-scripts/flow DESIGN_CONFIG=/design/flow/config.mk WORK_HOME=/design/flow/orfs finish
```

==> flow report <==
FINAL LAYOUT
--------------------------------------------------------------------------------------
Flip-flop and latch area ................................................       0 um^2
Area of the multi-input gates ...........................................     313 um^2
Layout cell share with drive strength beyond 1 ..........................        1.52%
Flop count ..............................................................            0
Clock buf count .........................................................            0
Signed area change from the synthesized netlist to the final layout .....        89.8%
Number of fill cells ....................................................          394

WORST SETUP PATH
--------------------------------------------------------------------------------------
Highest-delay cell along the critical path .............................. clkdlybuf4s50_1
Launching element type of the critical path ............................. primary input
Cell class contributing the biggest share of worst-path delay ........... buffers and inverters
Buffers plus inverters on the worst setup path ..........................            3
Cell breakdown of the critical path ..................................... clkdlybuf4s50_1 -> ha_1 -> inv_1 -> fa_1 -> nor2b_4 -> o311ai_0 -> o311ai_1 -> clkdlybuf4s50_1
Arrival time of the worst setup path ....................................      2.97 ns
Required arrival time at the worst endpoint .............................      3.68 ns
Cell mode on critical path .............................................. clkdlybuf4s50_1
Max FO, Critical Path ...................................................            3
Crit. End Element ....................................................... primary output
Highest cell delay on the worst timing path .............................      0.52 ns
Critical Setup Path Class ...............................................       in2out

YOSYS
--------------------------------------------------------------------------------------
Yosys cell count ........................................................           42
Netlist area before placement ...........................................     332 um^2
Chip area estimate from yosys synthesis .................................     332 um^2
Number of standard cells after synthesis ................................           42
Most common library cells after synthesis ............................... 7 x ha_1, 5 x a21oi_1, 5 x inv_1
Avg Inst Size Synth .....................................................    7.89 um^2
Cell with the most instances after synthesis ............................         ha_1
Sequential share of the synthesized area ................................           0%
Leading area contributor after synthesis ................................         ha_1
Synth warnings ..........................................................            0
Proportion of netlist area held by the largest area contributor .........        26.4%
Ranking of synthesized cells by area .................................... ha_1 26%, a21oi_1 7.5%, o211ai_1 6.8%
Distinct cell type count after synthesis ................................           23

FINAL TIMING
--------------------------------------------------------------------------------------
Crit path setup slack, layout ...........................................     0.712 ns
Part of the cycle the worst path needs ..................................        84.5%
Final setup violating endpoints .........................................            0
Min Hold Slack ..........................................................      2.86 ns
Setup repair after global routing missed its margin .....................        false
Final hold violation count ..............................................            0
Period minus WS final ...................................................      3.89 ns
TNS Setup ...............................................................         0 ns
Slew at the pin closest to its max-slew limit ...........................     0.416 ns
Maximum clock frequency .................................................    0.257 GHz
Remaining max-slew budget at the tightest pin ...........................        72.1%
Final Max Slew Viols ....................................................            0

OUTCOME
--------------------------------------------------------------------------------------
Outcome ................................................................. finished, final reports clean

DRT
--------------------------------------------------------------------------------------
Post-route ant nets .....................................................            0
N_diodes ................................................................            0
Via count ...............................................................          391
Vias per std cell .......................................................         3.49
Drt initial violations ..................................................           28
Routed wire length ......................................................      1.13 mm
# DRC ...................................................................            0
Routed len/inst .........................................................      10.1 um
First-pass DRT Iterations ...............................................            4

PLACE
--------------------------------------------------------------------------------------
Setup Slack @ Placement .................................................     0.671 ns
DPL Wire Length .........................................................      1.03 mm
Port buffer count .......................................................           24
Weighted congestion reported at the end of routability-driven placement .        0.719

FLOORPLANNING
--------------------------------------------------------------------------------------
Starting density of the core ............................................        9.71%
Std cell rows ...........................................................           21
Die height ..............................................................        80 um
Die area ................................................................ 0.00640 mm^2
DIE WIDTH ...............................................................        80 um
Boundary Pins ...........................................................           24
Core Box Area ........................................................... 0.00342 mm^2

GRT
--------------------------------------------------------------------------------------
Number of antenna violations at the first check in global routing .......            0
Via count of the first global-routing pass ..............................          393
First-pass GRT wire length ..............................................      1.83 mm
Aggregate global-route resource usage ...................................        3.40%
Total gr overflow .......................................................            0
Maximum number of pins on one net before global-route repair ............            7

MIN PATH
--------------------------------------------------------------------------------------
Worst hold path class ...................................................       in2out

POWER
--------------------------------------------------------------------------------------
Lkg Pwr .................................................................     0.242 nW
Total design power ......................................................      77.9 uW
Power Dens Cells ........................................................  124 mW/mm^2
Worst voltage drop across the vdd grid ..................................  0.0000362 V

CLOCKING
--------------------------------------------------------------------------------------
Resized cells post-CTS ..................................................            0
Hold Buf Count CTS ......................................................            0
Number of setup buffers added after CTS .................................            0

RUN
--------------------------------------------------------------------------------------
Number of OpenROAD warnings .............................................           32
Number of max-cap violations ............................................            0

## cell usage in the layout, fill, tap and decap left out
cell	netlist	routed
xor2_1	2	2
o31a_1	1	1
o21ai_0	2	2
o311ai_0	1	1
a21o_1	1	1
nor3b_1	1	1
xnor2_1	2	2
o311ai_1	1	1
nor2b_1	1	1
o2bb2ai_1	1	1
nor2_1	1	1
inv_1	5	5
a21oi_1	5	5
o21a_1	1	1
nor3_1	1	1
fa_1	1	1
a211oi_1	1	1
nand2_1	1	1
nor2b_4	1	1
ha_1	7	7
o211ai_1	3	3
nand2b_1	1	1
clkdlybuf4s50_1	0	24
a221oi_1	1	1
## final timing paths
kind                  from   endpoint  slack [ns]  cells after the start
worst max-delay path  a[0]  result[6]        0.71                      8
worst min-delay path  b[0]  result[0]        2.86                      3
## power by group
group	switching, mW	internal (mW)
combinational	0.0272	0.0507
sequential	0	0
clock	0	0
## layout make-up
class	count	area share, %
inverter	5	2.98
multi-input combinational	37	49.7
tap	46	9.15
timing repair buffer	24	38.2
## metal layers
metal  vias to the layer above  global-route usage [%]  wire length, um
li1                        211                       -                -
met1                       160                    4.43              476
met2                        20                    4.98              453
met3                         0                    2.05              196
met4                         0                       0                0
met5                         -                       0                0
## logic make-up (layout without fill, tap and decap cells)
group | Yosys count | after routing | share of synthesized area (%)
XOR/XNOR | 4 | 4 | 10.6
adder cells (fa/ha/maj) | 8 | 8 | 32.5
AND-OR/OR-AND | 18 | 18 | 37.4
AND/OR/NAND/NOR | 7 | 7 | 14.0
buffers and inverters | 5 | 29 | 5.66
## through the flow
step | instance area (um^2) | cells | utilization, %
after floorplan | 332 | 42 | -
after global placement | 629 | 112 | 18.4
after detailed placement | 629 | 112 | 18.4
after CTS | 629 | 112 | 18.4
after global routing | 629 | 112 | 18.4
final | 629 | 112 | 18.4
Power and IR drop assume default switching activity.
