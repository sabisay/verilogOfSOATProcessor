==> flow/design.v <==
module ALUControl (
    input [3:0] opcode,
    input [2:0] funct,
    output reg [3:0] ALUOp
);
    always @(*) begin
        case (opcode)
            4'b0000: begin  
                case (funct)
                    3'b000: ALUOp = 4'b0010;  
                    3'b001: ALUOp = 4'b0000;  
                    3'b010: ALUOp = 4'b0110;  
                    3'b011: ALUOp = 4'b0001;  
                    3'b100: ALUOp = 4'b1001;  
                    3'b101: ALUOp = 4'b1010;  
                    3'b110: ALUOp = 4'b0111;  
                    3'b111: ALUOp = 4'bXXXX;  
                    default: ALUOp = 4'b0000;  
                endcase
            end
            4'b0001: ALUOp = 4'b1000;  
            4'b0010: ALUOp = 4'bXXXX;  
            4'b0011: ALUOp = 4'bXXXX;  
            4'b0010: ALUOp = 4'b0010;  
            4'b0011: ALUOp = 4'b0000;  
            4'b0100: ALUOp = 4'b0001;  
            4'b0101: ALUOp = 4'b1000;  
            4'b0110: ALUOp = 4'b0110;  
            4'b0111: ALUOp = 4'b0110;  
            4'b1000: ALUOp = 4'b0111;  
            4'b1001: ALUOp = 4'b0010;  
            4'b1010: ALUOp = 4'b0010;  
            4'b1011: ALUOp = 4'bXXXX;  
            4'b1100: ALUOp = 4'bXXXX;  
            4'b1101: begin  
                case (funct)
                    3'b000: ALUOp = 4'b1100;  
                    3'b001: ALUOp = 4'b0011;  
                    3'b010: ALUOp = 4'b1101;  
                    default: ALUOp = 4'b0000;  
                endcase
            end
            default: ALUOp = 4'b0000;  
        endcase
    end
endmodule
==> flow/run.sh <==
#!/bin/bash
# OpenROAD 26Q1-2900-gdf79404cd8, Yosys 0.63+post, stock flow scripts
make -C /OpenROAD-flow-scripts/flow DESIGN_CONFIG=/design/flow/config.mk WORK_HOME=/design/flow/orfs finish
==> flow/config.mk <==
export PLATFORM = sky130hd
export DESIGN_NAME = ALUControl
export DESIGN_NICKNAME = ALUControl
export VERILOG_FILES = /design/flow/design.v
export SDC_FILE = /design/flow/constraint.sdc
export NUM_CORES = 4
export LEC_CHECK = 1
export CORE_AREA = 10 10 70 70
export DIE_AREA = 0 0 80 80
==> flow/constraint.sdc <==
current_design ALUControl

set clk_period 1.5
set clk_io_pct 0.2

create_clock -name clk0 -period $clk_period

set non_clock_inputs [all_inputs -no_clocks]
set_input_delay [expr $clk_period * $clk_io_pct] -clock clk0 $non_clock_inputs
set_output_delay [expr $clk_period * $clk_io_pct] -clock clk0 [all_outputs]
==> results_dict.tcl <==
# yosys + openroad results
set metrics [dict create \
    synth.avg_cell_area_um2 7.739 \
    power_density_nw_per_um2 240.9 \
    setup_slack_ns -0.07094 \
    grt_max_degree 7 \
    worst_setup_path_end_kind "output pin" \
    placed_cells 90 \
    critical_path_peak_fanout 5 \
    finish.instance_area_um2 475.5 \
    timing.final.setup_violations 3 \
    numPortBuffers 11 \
    routabilityCongestion 0.7995 \
    dr.first_iter.drc_count 21 \
    floorplan.initialDensity 0.06117 \
    post-route-period-util 1.047 \
    top_cells_by_area "sky130_fd_sc_hd__a22oi_1, sky130_fd_sc_hd__nor4_4, sky130_fd_sc_hd__a21oi_1" \
    synthDominantAreaCellType "sky130_fd_sc_hd__a22oi_1" \
    max_cap_violations 0 \
    violations "negative setup slack" \
    netlist.area_leader.share 0.1437 \
    synth.yosys.num_cells 27 \
    hold_violation_count_in_the_final_report 0 \
    path_depth 5 \
    routed_wl_um 985 \
    layoutNonFillerInstCount 94 \
    timing.setup.critical_path_class "in -> out" \
    ff_count 0 \
    vias 317 \
    route.antenna.diode_count 0 \
    via_count_of_the_first_global_routing_pass 346 \
    total_power_mw 0.1145 \
    drt_pre_antenna_iters 4 \
    holdCritPathClass "in -> out" \
    timing.critical_path.slowest_stage_cell "sky130_fd_sc_hd__nor4_4" \
    placement.cell_area_um2 421.7 \
    multiInputGateArea_um2 249.0 \
    tightest_slew_ns 0.3589 \
    peakVddDrop_mv 0.04627 \
    grt_antenna_before_repair 0 \
    filler_cell_count 393 \
    synthesis.area_um2 209.0 \
    timing_max_transition_violations_final 0 \
    cellLeakagePower_nw 0.1857 \
    post-route-min-period_ns 1.571 \
    synth.yosys.seq_area_share 0 \
    drt-vias-per-instance 3.372 \
    cpLargestDelayFamily "simple AND/OR/NAND/NOR gates" \
    summed_standard_cell_area_reported_by_yosys_um2 209.0 \
    crit_chain "buf_8 -> nor4_4 -> a22oi_1 -> o211ai_2 -> buf_2" \
    layout_cells_sized_above_1 0.6458 \
    die_width_um 80 \
    synth.yosys.warnings 1 \
    placement_rows 21 \
    netlist_instances 27 \
    max_clock_freq_mhz 636.6 \
    kind_of_launch_point_of_the_worst_setup_path "input pin" \
    rsz_0062_raised_after_global_routing "yes" \
    detailedPlacementHpwl_um 690.7 \
    register_area_um2 0 \
    antenna_left 0 \
    worstPathRequired_ns 1.20 \
    post_cts_hold_buffer_count 0 \
    placeableCoreArea_um2 3416 \
    timing.max_slew.rel_slack 0.7589 \
    timing.critical_path.buf_inv 2 \
    crit_path_end "ALUOp[1]" \
    layout.clock_buffers 0 \
    die_height_um 80 \
    startpoint "opcode[2]" \
    count_of_distinct_cell_types_in_the_synthesized_netlist 20 \
    flow.area_growth_from_synthesis_pct 127.5 \
    warnings 34 \
    wire_per_inst_um 10.48 \
    detail_route.drc_violations 0 \
    io_pins 11 \
    grtUsageTotal 0.03186 \
    global_route_wire_length_before_repair_um 1697 \
    mostFrequentLayoutCell "sky130_fd_sc_hd__buf_2" \
    design.die.area_um2 6400 \
    globalRouteOverflowTotal 0 \
    critPathArrivalTime_ns 1.27 \
    crit_path_max_incr_delay_ns 0.39 \
    layout.cells.most_common_list "sky130_fd_sc_hd__buf_2, sky130_fd_sc_hd__buf_4, sky130_fd_sc_hd__a22oi_1, sky130_fd_sc_hd__buf_6" \
    outcome "finished, violations left" \
]
## worst min-delay path by stage
| stage | from | to | cells after the start |
|---|---|---|---|
| 4_1_cts | opcode[2] | ALUOp[1] | 5 |
| 5_1_grt | opcode[2] | ALUOp[1] | 5 |
| 6_report | opcode[2] | ALUOp[1] | 5 |
## kinds of logic after synthesis
logic type | after synthesis | synth area share
xor+xnor | 1 | 0.04192
buf+inv | 1 | 0.01795
compound gates | 13 | 0.4730
simple gates | 12 | 0.4670
## synth_stat cells
cell type                  n
sky130_fd_sc_hd__nor3b_2   1
sky130_fd_sc_hd__a22oi_2   1
sky130_fd_sc_hd__and2_1    1
sky130_fd_sc_hd__nor4b_2   1
sky130_fd_sc_hd__a31oi_1   1
sky130_fd_sc_hd__o211ai_2  1
sky130_fd_sc_hd__nand2b_1  1
sky130_fd_sc_hd__nand3_1   1
sky130_fd_sc_hd__nor4_4    1
sky130_fd_sc_hd__o21bai_1  1
sky130_fd_sc_hd__a22oi_1   4
sky130_fd_sc_hd__xor2_1    1
sky130_fd_sc_hd__nand2_1   1
sky130_fd_sc_hd__inv_1     1
sky130_fd_sc_hd__o21ai_1   1
sky130_fd_sc_hd__a21oi_1   3
sky130_fd_sc_hd__and3b_2   1
sky130_fd_sc_hd__nor2_1    3
sky130_fd_sc_hd__a32o_1    1
sky130_fd_sc_hd__nor2b_1   1
## per-stage QoR
step           hold slack, ns  setup WS, ns    util  TNS (ns)
6_report                1.008      -0.07094  0.1392   -0.1348
3_3_place_gp            1.710       -0.8666  0.1234    -3.299
3_5_place_dp            1.726       -0.8736  0.1234    -3.330
4_1_cts                 1.015      -0.05331  0.1392   -0.1190
5_1_grt                 1.052       -0.1508  0.1392   -0.3935
2_1_floorplan          0.6813        0.3165       -         0
## where the power goes
group | leakage (nW) | internal (mW) | switching, mW
logic | 0.186 | 0.0604 | 0.0541
registers | 0 | 0 | 0
clock network | 0 | 0 | 0
## metal layers
layer / GRT usage / wire length, µm / vias to the layer above
met5: 0 / 0 / -
met1: 0.04614 / 505 / 146
met3: 0.02159 / 175 / 2
li1: - / - / 152
met2: 0.03772 / 293 / 17
met4: 0.003521 / 10 / 0
## area by class of cell
cell class / instances / area share
Inverter: 1 / 0.007895
Multi-Input combinational cell: 26 / 0.5237
Tap cell: 46 / 0.1211
Timing Repair Buffer: 21 / 0.3474
## timing repair
action	CTS	global route
gates resized	55	0
pin swaps	12	2
setup buffers	5	0
setup endpoints to repair	4	3
Power and IR drop assume default switching activity.
